==> flow/design.v <==
module ALU(Ain,Bin,ALUop,out,Z);
input [15:0] Ain, Bin;
input [1:0] ALUop;
output [15:0] out;
output Z;
reg [15:0] OUT;  
reg z_out = 1'b0; 
assign out = OUT;
assign Z = z_out;  
always@(*)begin 
    case(ALUop)
    2'b00: OUT = Ain + Bin; 
    2'b01: OUT = Ain - Bin; 
    2'b10: OUT = Ain &  Bin; 
    2'b11: OUT = ~ Bin; 
    default: OUT = Ain; 
    endcase 
    if( OUT == 16'sd0) begin 
        z_out = 1'b1; 
    end
    else begin 
        z_out = 1'b0; 
    end 
end 
endmodule
module datapath(input [15:0]mdata, input[15:0]sximm5, input[15:0]sximm8, input[7:0]PC, input[2:0]writenum, input write, input[2:0]readnum, input clk, input loada, input asel, input [1:0] ALUop, input loadc, input loadb, input[1:0] shift, input bsel, input loads, input[2:0] vsel,output N, output V, output Z, output[15:0] datapath_out);
reg [15:0] data_in, Ain, Bin , in; 
reg [15:0] data_out, sout, out; 
reg [15:0] A_out; 
reg[2:0] Z_OUT;  
reg [15:0] datapath_OUT; 
assign Z_out = Z_OUT; 
assign datapath_out = datapath_OUT; 
assign PC = 8'b00000000;
assign mdata = 16'b0000000000000000;
regfile REGFILE(.data_in(data_in), .writenum(writenum), .write(write), .readnum(readnum), .clk(clk), .data_out(data_out)); 
shifter SH(.in(in), .shift(shift), .sout(sout)); 
ALU alu(.Ain(Ain), .Bin(Bin), .ALUop(ALUop), .out(out), .Z(Z)); 
always@(posedge clk) begin 
    if(loada) A_out = data_out; 
end 
always@(posedge clk) begin 
    if(loadb) in = data_out; 
end 
always@(posedge clk) begin 
    if(loadc) datapath_OUT = out; 
end 
always@(*)begin 
    case(asel)
    1'b0: Ain = A_out; 
    1'b1: Ain = 16'b0; 
    endcase 
end 
always@(*)begin 
    case(bsel)
        1'b1: Bin = sximm5;     
        1'b0: Bin = sout; 
    endcase 
end 
    always@(*)begin              
    case(vsel)
    2'b00: data_in = datapath_OUT;
    2'b01: data_in = {8'b0,PC};
    2'b10: data_in = sximm8;
    2'b11: data_in = mdata;
    endcase
end 
    always@(posedge clk)begin  
        if(loads) begin
        if(out[15] == 1) N = 1'b1;
        else N = 1'b0;
    end
end 
    always@(posedge clk) begin
        if(loads) Z = 1'b1;
    end
    always@(posedge clk) begin
        if(loads) begin
            if(Ain[15] & Bin[15] & ~out[15] || ~Ain[15] & ~Bin[15] & out[15]) begin
                v = 1;
            end
            else v = 0;
        end
    end
endmodule: datapath 
module regfile(data_in,writenum,write,readnum,clk,data_out);
input [15:0] data_in;
input [2:0] writenum, readnum;
input write, clk;
output [15:0] data_out;
reg[15:0] OUT; 
reg [15:0] R0, R1, R2, R3, R4, R5, R6, R7; 
assign data_out = OUT; 
always@(posedge clk) begin 
    if(write)begin
        case(writenum)
        3'b000: R0 = data_in;
        3'b001: R1 = data_in;
        3'b010: R2 = data_in;
        3'b011: R3 = data_in;
        3'b100: R4 = data_in;
        3'b101: R5 = data_in;
        3'b110: R6 = data_in;
        3'b111: R7 = data_in; 
        default: R0 = data_in; 
        endcase 
    end 
end 
always@(*)begin 
    case(readnum)
        3'b000: OUT = R0;
        3'b001: OUT = R1;
        3'b010: OUT = R2;
        3'b011: OUT = R3;
        3'b100: OUT = R4;
        3'b101: OUT = R5;
        3'b110: OUT = R6;
        3'b111: OUT = R7; 
        default: OUT = R0; 
        endcase    
end  
endmodule
module shifter(in,shift,sout);
input [15:0] in;
input [1:0] shift;
output [15:0] sout;
reg [15:0] SOUT; 
assign sout = SOUT; 
always@(*)begin 
    case(shift)
    2'b00: SOUT = in;  
    2'b01: SOUT = in << 1; 
    2'b10: SOUT = in >> 1; 
    2'b11: SOUT = {in[15], in[15:1]}; 
    default: SOUT = in; 
    endcase 
end 
endmodule
==> flow/run.sh <==
#!/bin/bash
# OpenROAD 26Q1-2900-gdf79404cd8, Yosys 0.63+post, stock flow scripts
make -C /OpenROAD-flow-scripts/flow DESIGN_CONFIG=/design/flow/config.mk WORK_HOME=/design/flow/orfs finish
==> flow/config.mk <==
export PLATFORM = sky130hd
export DESIGN_NAME = datapath
export DESIGN_NICKNAME = datapath
export VERILOG_FILES = /design/flow/design.v
export SDC_FILE = /design/flow/constraint.sdc
export NUM_CORES = 4
export LEC_CHECK = 1
export CORE_UTILIZATION = 40
==> flow/constraint.sdc <==
current_design datapath

set clk_period 5.9
set clk_io_pct 0.2

create_clock -name clk0 -period $clk_period [get_ports {clk}]

set non_clock_inputs [all_inputs -no_clocks]
set_input_delay [expr $clk_period * $clk_io_pct] -clock clk0 $non_clock_inputs
set_output_delay [expr $clk_period * $clk_io_pct] -clock clk0 [all_outputs]
==> results.txt <==
run results: status did not finish, Fail Step synthesis, First Err ERROR: Found 24 problems in 'check -assert'., distinct lib cells 72, cell type with the largest total area edfxtp_1, Synth Register Bits 193, yosys warns 11, Max-area cell share 57.43%, cells in synth_stat.txt 730, Commonest flop edfxtp_1, Top cells by area edfxtp_1, mux2i_1, mux4_2, dlxtn_1, nor2_1, asr flop ratio synth 0%, count of library flops with an enable pin 177, YS chip area 0.009255 mm2
[synthesized netlist by cell type, types with 3 or more instances]
cell type / number
edfxtp_1: 177
clkbuf_1: 24
ha_1: 17
mux2_2: 7
inv_2: 3
a22o_1: 19
buf_4: 26
nand2_1: 44
a21oi_1: 41
or3b_1: 5
nor2_1: 59
nand3_1: 8
nor3_1: 6
buf_2: 3
a211oi_1: 3
mux2_1: 6
xor2_1: 17
o21ai_1: 13
buf_1: 5
nor3b_1: 8
nor2b_1: 29
mux4_2: 11
inv_1: 20
o311ai_1: 3
mux2i_1: 26
xnor2_1: 13
a31oi_1: 11
o221ai_1: 6
a21o_1: 5
a221oi_1: 6
a22oi_1: 5
nand2b_1: 15
o21a_1: 4
o22ai_1: 5
o21ai_0: 20
dlxtn_1: 16
[cell families after synthesis]
| logic type | Yosys count | synth area share (%) |
|---|---|---|
| AOI/OAI and AO/OA | 165 | 12.18 |
| xor gates and xnor gates | 30 | 2.839 |
| adders and majority gates | 18 | 2.514 |
| buffers and inverters | 83 | 4.623 |
| DFF | 177 | 57.43 |
| latches | 16 | 2.596 |
| muxes | 52 | 7.395 |
| other | 2 | 0.08114 |
| and+or+nand+nor | 187 | 10.34 |
